===== design/flow/design.v =====
module dat_mem #(parameter W=8, byte_count=256)(
  input                           clk,
                                  write_en,   
  input  [$clog2(byte_count)-1:0] raddr,      
                                  waddr,      
  input  [ W-1:0]                 data_in,
  output [ W-1:0]                 data_out
    );
logic [W-1:0] core[byte_count];	 
assign data_out = core[raddr] ;	 
always_ff @ (posedge clk)
  if (write_en)
    core[waddr] <= data_in;
endmodule
module lfsr6(
  input              clk,
                     en,		   
			         init,		   
  input       [5:0]  taps,		   
                     start,		   
  output logic[5:0]  state);	   
  logic[5:0] taptrn;			   
  always @(posedge clk)
	if(init) begin
	  state  <= start;			   
	  taptrn <= taps;			   
	end
	else if(en)					   
	  state  <= {state[4:0],^(state&taptrn)};
endmodule
module top_level (
  input        clk, 
               init,
  output logic done);
logic      write_en;         
logic[7:0] raddr,            
           waddr;            
logic[7:0] data_in;          
wire [7:0] data_out;         
logic      LFSR_en;          
logic[5:0] taps,             
           start;            
logic[7:0] pre_len;          
logic      taps_en,          
           start_en,         
           prelen_en;        
logic      load_LFSR;        
wire [5:0] LFSR;             
logic[7:0] scram;            
logic[7:0] ct_inc;           
logic[7:0] pre_ct,
           next_pre_ct;
logic[7:0] next_waddr;
logic[7:0] next_raddr;
dat_mem dm1(.clk, .write_en, .raddr, .waddr,
            .data_in, .data_out);
lfsr6 l6(.clk, .en(LFSR_en), .init(load_LFSR),
         .taps, .start, .state(LFSR));
logic[7:0] ct;                   
always @(posedge clk)
  if(init)
    ct <= 0;
  else 
	ct <= ct + ct_inc;      
always @(posedge clk) begin
  next_waddr <= waddr + 'b1;
  next_raddr <= raddr + 'b1;
  pre_ct    <= next_pre_ct;
end
always_comb begin
  write_en  = 'b0;          
  LFSR_en   = 'b0;          
  prelen_en = 'b0;          
  taps_en   = 'b0;          
  start_en  = 'b0;          
  load_LFSR = 'b0;          
  ct_inc    = 'b1;          
  data_in   = 'b0;
  raddr     = 'b0;
  waddr     = 'd64;
  next_pre_ct = 'b0;
  if (ct < 2) begin end
  else if (ct == 2)
    begin              
      raddr      = 'd61;
      waddr      = 'd64;          
      prelen_en  = 'b1;
    end
  else if (ct == 3)
    begin              
      raddr      = 'd62;   
      waddr      = 'd64;
      taps_en    = 'b1;
    end                
  else if (ct == 4)
    begin
      raddr      = 'd63;
		  waddr      = 'd64;
      start_en   = 'b1;
    end
	else if (ct == 5)
    begin
      raddr      = 'd0;
      waddr      = 'd64;
      load_LFSR  = 'b1;    
    end
  else if (ct == 6)
    begin
      LFSR_en  = 'b1;
      write_en = 'b1;
      waddr = 'd64;
      data_in = 8'h5f ^ {2'b00, LFSR};
      next_pre_ct = pre_len - 'b1;
    end
	else begin
    LFSR_en  = 'b1;
    write_en = 'b1;
    waddr = next_waddr;
    if (pre_ct != 0) begin
      next_pre_ct = pre_ct - 'b1;
      data_in = 8'h5f ^ {2'b00, LFSR};
    end
    else begin
      raddr = next_raddr;
      data_in = data_out ^ {2'b00, LFSR};
    end
	end
end 
always @(posedge clk)
  if(prelen_en)
    pre_len <= data_out;       
  else if(taps_en)
    taps    <= data_out[5:0];       
  else if(start_en)
    start   <= data_out[5:0];       
assign done = (waddr > 127);
endmodule

===== design/flow/run.sh =====
#!/bin/bash
# OpenROAD 26Q1-2900-gdf79404cd8, Yosys 0.63+post, stock flow scripts
make -C /OpenROAD-flow-scripts/flow DESIGN_CONFIG=/design/flow/config.mk WORK_HOME=/design/flow/orfs finish

===== design/flow/config.mk =====
export PLATFORM = sky130hd
export DESIGN_NAME = top_level
export DESIGN_NICKNAME = top_level
export VERILOG_FILES = /design/flow/design.v
export SDC_FILE = /design/flow/constraint.sdc
export NUM_CORES = 4
export LEC_CHECK = 1
export CORE_AREA = 10 10 77 77
export DIE_AREA = 0 0 87 87

===== design/flow/constraint.sdc =====
current_design top_level

set clk_period 4.4
set clk_io_pct 0.2

create_clock -name clk0 -period $clk_period [get_ports {clk}]

set non_clock_inputs [all_inputs -no_clocks]
set_input_delay [expr $clk_period * $clk_io_pct] -clock clk0 $non_clock_inputs
set_output_delay [expr $clk_period * $clk_io_pct] -clock clk0 [all_outputs]

==> flow_summary.ini <==
; physical design summary
[layout]
layout.area.comb_sq_um = 376.6
fill_cells = 459
drive_gt1_frac = 0.06329
design_area_sq_um = 838.3
area_growth_pct = 17.13
seq_area_sq_um = 320.3
instances_no_fill = 131

[final_timing]
fmax_ghz = 0.3161
finalSetupViolCount = 0
slew_viol_final = 0
period_minus_slack_ns = 3.164
worst_slack_ns = 1.236
max_slew_margin = 0.6634
fin_crit_sh = 0.7190
hold_violations = 0
tightest_slew_ns = 0.4994
rsz0062_at_grt = false
skew_ns = 0.001378
setup-tns-final_ns = 0

[cts]
cts.reportedPaths.clkPinSlew_ns = 0.06
clock_path_buffers = 2
root_buffer = clkbuf_8
clk_latency_ns = 0.24
cts_tree = done
hold_buffers = 0
cts.sinks = 16
post-cts-setup-buffers = 0
htree_num_levels = 1
numCtsBuffers = 3
post_cts_resized = 0

[setup_path]
path_max_fanout = 7
crit_type = register to output port
cp_slowest_cell = or4b_1
cpPeakStageDelay_ns = 0.54
crit_arrival_ns = 2.28
cp_top_family = simple AND/OR/NAND/NOR gates
start_kind = register
crit_chain = inv_1, ha_1, or4b_1, o41ai_2, nor2_4, nor2b_1, clkdlybuf4s50_1
worst-path-buf-inv = 2
required_ns = 3.52
end_kind = output port

[yosys]
avgSynthCellArea_sq_um = 9.542
synth-seq-cells = 16
synth_stat.cells = 75
synth-async-reset-ratio = 0
yosysWarnings = 3
ys_area_sq_um = 715.7
ys_types = 21
synth.most_common_cell = dfxtp_1
edf_count = 0
syn-cell-area_sq_um = 715.7
flop_cell = dfxtp_1
area_leaders = dfxtp_1 45%, ha_1 8.7%, xor2_1 8.6%
largest_area_cell = dfxtp_1
synth_top_area_share = 0.4476
ys_seq_share = 0.4476
syn_inst = 75
synthTopCellsByCount = 16 x dfxtp_1, 12 x nor2_1, 8 x nand3_1

[routing]
vias = 496
wl_per_cell_um = 8.435
dr.pass1.iters = 4
met2_length_um = 434
final_antenna_net_count = 0
dr_wl_met3_um = 66
met1_length_um = 596
vias_per_cell = 3.786
antenna_cells = 0
wl_um = 1105
highest_layer = met4
drt_iter0_drc = 29
drc = 0

[placement]
placed_area_sq_um = 797.0
hpwl_um = 792.4
placed_cells = 128
port_buffers = 2
pre_cts_ws_ns = 1.512
gp_congestion = 0.8401

[job]
maxCapViolations = 0
warnings = 28

[grt]
grt_max_degree = 9
grt_pass1_wl_um = 2145
grt_pass1_vias = 493
gr-total-overflow = 0
gr-usage-all-layers = 0.03376
grt_antenna_before_repair = 0

[floorplan]
die_w_um = 87
die_h_um = 87
core_area_sq_mm = 0.004354
rows = 24
die-area_sq_mm = 0.007569
fp_util = 0.1644
ios = 3

[power]
p_leak_nw = 0.3351
p_per_area_mw_per_mm2 = 335.0
max-vdd-ir-drop_uv = 180.8

[run_status]
status = completed

[min_path]
hold_path_class = register to register
## worst register-to-register path, delay by kind of cell, from the launching register on
kind	cells	cell delay, ns
compound gates	4	0.75
fa+ha+maj	2	0.42
flops	1	0.40
simple gates	1	0.54
buf+inv	2	0.17
## metal layers
layer | track usage | vias to the layer above
met3 | 0.01698 | 2
met2 | 0.04464 | 7
met1 | 0.04882 | 224
met4 | 0.004418 | 0
li1 | - | 263
met5 | 0 | -
## worst paths after layout
| path | from | to | slack (ns) | depth (start not counted) |
|---|---|---|---|---|
| worst min-delay path | next_waddr[0] | next_waddr[0] | 0.44 | 1 |
| worst max-delay path | ct[0] | done | 1.24 | 7 |
| worst min register to register | next_waddr[0] | next_waddr[0] | 0.44 | 1 |
| worst max register to register | ct[0] | next_waddr[6] | 2.00 | 9 |
## cell families (layout without fill, tap and decap cells)
group	Yosys count	in the layout	synth area share
buf+inv	5	9	0.02621
simple gates	32	32	0.2308
flops	16	16	0.4476
compound gates	7	7	0.08567
xor+xnor	10	10	0.1224
fa+ha+maj	5	5	0.08741
## sequential cells by signal, indices dropped and copies added (netlist names)
signal and flops:
ct 8, next_waddr 8
## placed cells by master, fill, tap and decap left out
cell type / n
xor2_1: 7
nor3_1: 1
and3_1: 5
o21ai_1: 1
nor2_1: 12
nand2_1: 1
inv_1: 4
nor2b_1: 3
nor2_4: 1
nand3_1: 8
xnor2_1: 3
o41ai_2: 1
dfxtp_1: 16
o21ai_0: 1
clkbuf_8: 3
a311oi_1: 1
ha_1: 5
o21a_1: 1
a41oi_1: 1
a311o_1: 1
clkdlybuf4s50_1: 2
or4b_1: 1
## area by class of cell
class                   instances  share of cell area
multi-input cells              54              0.4493
flip-flops and latches         16              0.3821
well taps                      52             0.07761
clock buffers                   3             0.04925
repair buffers                  2             0.02388
inverters                       4             0.01791
## stage by stage
stage,utilization,total power [mW],hold slack (ns)
global route,0.1925,0.2983,0.4712
detailed placement,0.1830,0.1792,0.4292
global placement,0.1830,0.1782,0.4235
CTS,0.1925,0.2849,0.4423
finish,0.1925,0.2808,0.4357
floorplan,-,0.1741,0.3959
## where the power goes
group / switching, mW / total (mW) / internal (mW) / leakage, nW
registers: 0.00432 / 0.155 / 0.151 / 0.130
logic: 0.0121 / 0.0210 / 0.00889 / 0.184
clock network: 0.0440 / 0.105 / 0.0605 / 0.0216
Power is estimated from default activity; no workload was simulated.
